$ cat flow/run.sh
#!/bin/bash
# OpenROAD 26Q1-2900-gdf79404cd8, Yosys 0.63+post, stock flow scripts
make -C /OpenROAD-flow-scripts/flow DESIGN_CONFIG=/design/flow/config.mk WORK_HOME=/design/flow/orfs finish
$ cat flow/constraint.sdc
current_design ALU

set clk_period 31.4
set clk_io_pct 0.2

create_clock -name clk0 -period $clk_period

set non_clock_inputs [all_inputs -no_clocks]
set_input_delay [expr $clk_period * $clk_io_pct] -clock clk0 $non_clock_inputs
set_output_delay [expr $clk_period * $clk_io_pct] -clock clk0 [all_outputs]
$ cat flow/design.v
module ALU (input flush, input[3:0] statusRegs_IN,input [3:0] controller_command, input [31:0] A, B, output reg[31:0] res, output reg[3:0] Status_values);
reg _c, _n, _v, _z;
always@ (*) begin
  {_c, _n, _v, _z} = 4'b0;
  if(flush)begin
    {_c, _n, _v, _z} = 4'b0;
    res = 32'b0;
  end
  else begin
    case(controller_command)
      4'b0001: res = B;
      4'b1001: res = ~B;
      4'b0010:begin {_c,res} = A + B; _v = (~res[31] & A[31] & B[31]) | (res[31] & ~A[31] & ~B[31]); end    
      4'b0011:begin {_c, res} = A + B + statusRegs_IN[1];  _v = (~res[31] & A[31] & B[31]) | (res[31] & ~A[31] & ~B[31]); end 
      4'b0100:begin res = A - B; _v = res[31] != A[31]; _v = (~res[31] & A[31] & ~B[31]) | (res[31] & ~A[31] & B[31]); end    
      4'b0101:begin res = A - B - 1; _v = res[31] != A[31]; _v = (~res[31] & A[31] & ~B[31]) | (res[31] & ~A[31] & B[31]); end    
      4'b0110: res = A & B;
      4'b0111: res = A | B;
      4'b1000: res = A ^ B;
      default: res = 32'b0;
    endcase
    _z = res == 32'b0;
    _n = res[31] == 1'b1;
    Status_values = {_n, _z, _c, _v};
  end
end
endmodule
$ cat flow/config.mk
export PLATFORM = sky130hd
export DESIGN_NAME = ALU
export DESIGN_NICKNAME = ALU
export VERILOG_FILES = /design/flow/design.v
export SDC_FILE = /design/flow/constraint.sdc
export NUM_CORES = 4
export LEC_CHECK = 1
export CORE_UTILIZATION = 30
==> results.tsv <==
metric	value	unit
outcome	finished clean	
edf_count	0	
final_area	0.00994	sq mm
dp_cells	1675	
syn_area	0.00866	sq mm
grtUsageTotal	0.233	
synthToLayoutAreaGrowth	14.8	%
synthTopCellsByArea	ha_1 15%, xnor2_1 6.7%, xor2_1 5.4%	
fin_cells	1676	
dr_wl_met2	15000	um
holdCritPathClass	input port to primary output	
hold_violations	0	
postCtsHoldBufs	0	
untimed_endpoints	8	
synth_top_cell_by_area	ha_1	
worstPathCellList	clkdlybuf4s50_1 > ha_1 > fa_1 > a211oi_2 > o21ai_1 > xnor2_1 > nor4_1 > and3_1 > and4_1 > nand4_1 > nor4_1 > xor2_1 > o211ai_1 > nor2b_1 > clkdlybuf4s50_1	
drive_above_1_share	0.0625	
post-route-util	0.354	
crit_slowest_cell	nor4_1	
syn_avg_cell_area	6.90	sq um
ioPinCount	109	
ys.flop_type	dlxtn_1	
layout_min_cycle_time	17.90	ns
yosys-stat-area	0.00866	sq mm
yosysCellCount	1256	
critPathKind	input port to primary output	
postRouteWirelength	34400	um
io_buffers	106	
slew_viol_final	0	
place_area	0.00994	sq mm
drt_first_pass_iters	5	
worstSetupStartpointType	input port	
syn_inst	1256	
largest_register_ffs	4	
drv_cap	0	
worstPathRequired	25.12	ns
initial_utilization	0.308	
vias	9803	
postRouteAntennaNets	0	
yosysWarnings	1	
common_cells	101 x ha_1, 97 x inv_1, 92 x a21oi_1	
peakVddDrop	4.88	uV
antenna_found_initial	0	
p_leak	3.87	nW
layout_setup_ws	13.50	ns
yosys_register_bits	4	
post_drt_via_cell_ratio	5.85	
worst-path-buf-inv	2	
setup_tns	0	ns
worst_slew_pin_slew	0.876	ns
rsz0062_at_grt	no	
openroad.warnings	101	
critPathMaxFanout	8	
row_count	61	
setup_viol	0	
fp.dieH	172	um
wl_met1	16300	um
period_used_share	0.570	
max_stage_delay	0.55	ns
postCtsSetupBuffers	0	
whs	13.69	ns
grt_pass1_vias	8927	
top_layer	met4	
ys_types	101	
wl_met3	2650	um
yosys.area.top_type_share	0.146	
wire_per_inst	20.5	um
synth_async_sr_flop_share	0	
end_kind	primary output	
crit_family	simple AND/OR/NAND/NOR gates	
dp_slack	13.57	ns
die_x	172	um
post_cts_resized	0	
power_density	20.9	mW/mm^2
first_iter_violations	945	
unclocked_regs	4	
grt_pass1_wl	52600	um
grt_max_degree	37	
gp_congestion	0.993	
hpwl	27500	um
yosysMostFrequentCell	ha_1	
fmax	55.9	MHz
die_area	0.0296	sq mm
grt_overflow	0	
drc	0	
maxSlewHeadroom	0.411	
arrival	11.62	ns
core_area	0.0281	sq mm
finalPower	208	uW
==> path summary, 6_finish.rpt <==
kind | from | to | cells after the start
setup / recovery | B[0] | res[31] | 15
hold / removal | controller_command[3] | res[2] | 7
==> report_power, final <==
part	switching, mW	leakage, nW	internal [mW]
registers	0.0000285	0.0308	0.000368
logic	0.128	3.84	0.0794
clock network	0	0.00000864	-0.00000000000177
total	0.128	3.87	0.0798
==> logic make-up (layout without fill, tap and decap cells) <==
family / after synthesis / in the layout / synth area share
buffers and inverters: 182 / 223 / 0.0868
latches: 4 / 4 / 0.00693
AND/OR/NAND/NOR: 425 / 425 / 0.287
AND-OR/OR-AND: 414 / 414 / 0.337
multiplexers: 8 / 8 / 0.00939
XOR/XNOR: 120 / 120 / 0.122
other: 0 / 1 / 0
adder cells (fa/ha/maj): 103 / 103 / 0.151
==> per-layer routing <==
| layer | GRT usage | up-vias |
|---|---|---|
| li1 | - | 4785 |
| met2 | 0.355 | 390 |
| met4 | 0.0389 | 0 |
| met5 | 0 | - |
| met3 | 0.0377 | 41 |
| met1 | 0.347 | 4587 |
==> layout by cell type (no fill, tap or decap), drive strengths merged, types with 18 or more instances in the layout <==
cell           instances
buf                   18
o22ai                 31
a221oi                18
nor4                  33
a21oi                 97
nand3                 29
xor2                  53
ha                   101
a22oi                 28
o31ai                 22
nand4                 29
o21ai                 53
nor3                  38
nand2                 60
nor2b                 32
a211oi                22
o211ai                19
nor2                  92
xnor2                 67
clkdlybuf4s50        104
inv                  101
==> worst min-delay path: stages <==
cell,delay (ns)
buf_2,0.10
buf_4,0.24
xnor2_1,0.18
o21ai_0,0.07
nand2_1,0.08
a21oi_1,0.06
clkdlybuf4s50_1,0.41
==> cell type report <==
class	instances	area, sq um
inverter	101	379
timing repair buffer	122	1170
antenna	1	2.50
fill	2999	18100
multi-input combinational	1070	7860
tap	378	473
sequential	4	60.1
No activity file was given, so power comes from the tool's default toggle rates.
