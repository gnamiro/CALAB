### design/flow/design.v
`timescale 1ns / 1ns
module ID2EXE_reg(
  input clk, rst, flush,
  WB_EN_IN, MEM_R_EN_IN, MEM_W_EN_IN, B_IN, S_IN,
  input [3:0] EXE_CMD_IN,
  input [31:0] PC_IN, Val_Rn_IN, Val_Rm_IN,
  input imm_IN,
  input [3:0] statusRegs_IN,
  input [11:0] Shift_operand_IN,
  input [23:0] Signed_imm_24_IN,
  input [3:0] Dest_IN,
  output reg  WB_EN, MEM_R_EN, MEM_W_EN, B, S,
  output reg [3:0] EXE_CMD,
  output reg  [31:0] PC, Val_Rn, Val_Rm,
  output reg imm,
  output reg[3:0] statusRegs_OUT,
  output reg [11:0] Shift_operand,
  output reg [23:0] Signed_imm_24,
  output reg [3:0] Dest
);
    always @ (posedge clk, posedge rst) begin
        if (rst) begin
          {WB_EN, MEM_R_EN, MEM_W_EN, B, S} <= 0;
          EXE_CMD <= 0;
          {PC, Val_Rn, Val_Rm} <= 0;
          imm <= 0;
          Shift_operand <= 0;
          Signed_imm_24 <= 0;
          Dest <= 0;
          statusRegs_OUT <= 4'b1110;
        end
        else begin
            Signed_imm_24 <= Signed_imm_24_IN;
            WB_EN <= WB_EN_IN;
            MEM_R_EN <= MEM_R_EN_IN;
            MEM_W_EN <= MEM_W_EN_IN;
            B <= B_IN;
            S <= S_IN;
            EXE_CMD <= EXE_CMD_IN;
            PC <= PC_IN;
            Val_Rn <= Val_Rn_IN;
            Val_Rm <= Val_Rm_IN;
            imm <= imm_IN;
            Shift_operand <= Shift_operand_IN;
            Signed_imm_24 <= Signed_imm_24_IN;
            Dest <= Dest_IN;
            statusRegs_OUT <= statusRegs_IN;
            if (flush) begin
                PC <= 0;
                {WB_EN, MEM_R_EN, MEM_W_EN, B, S} <= 0;
                EXE_CMD <= 0;
                {PC, Val_Rn, Val_Rm} <= 0;
                imm <= 0;
                Shift_operand <= 0;
                Signed_imm_24 <= 0;
                Dest <= 0;
                statusRegs_OUT <= 4'b1110;
            end
            else begin
                PC <= PC_IN;
            end
        end
    end
endmodule
### design/flow/run.sh
#!/bin/bash
# OpenROAD 26Q1-2900-gdf79404cd8, Yosys 0.63+post, stock flow scripts
make -C /OpenROAD-flow-scripts/flow DESIGN_CONFIG=/design/flow/config.mk WORK_HOME=/design/flow/orfs finish
### design/flow/config.mk
export PLATFORM = sky130hd
export DESIGN_NAME = ID2EXE_reg
export DESIGN_NICKNAME = ID2EXE_reg
export VERILOG_FILES = /design/flow/design.v
export SDC_FILE = /design/flow/constraint.sdc
export NUM_CORES = 4
export LEC_CHECK = 1
export CORE_UTILIZATION = 30
### design/flow/constraint.sdc
current_design ID2EXE_reg

set clk_period 1.0
set clk_io_pct 0.2

create_clock -name clk0 -period $clk_period [get_ports {clk}]

set non_clock_inputs [all_inputs -no_clocks]
set_input_delay [expr $clk_period * $clk_io_pct] -clock clk0 $non_clock_inputs
set_output_delay [expr $clk_period * $clk_io_pct] -clock clk0 [all_outputs]
==> job_summary.md <==
### Metrics collected by this job

| Metric | Value |
|---|---|
| Outcome | finished with violations |
| Failing checks | setup timing |
| Placer Congestion | 0.757 |
| Longest Clk Path Bufs | 2 |
| Fin. max-slew vios | 0 |
| Hold Path Depth | 2 |
| Finished Core Util | 0.529 |
| Setup ws final | -207 ps |
| P_leak | 0.00400 uW |
| Total track usage | 0.154 |
| Post-Layout Inst Area | 8140 sq um |
| Clock Pin Slew Worst Setup and Hold Paths | 60 ps |
| Post-DRT Antenna Nets | 0 |
| Residual DRC count | 0 |
| N_diodes | 0 |
| Fin. Hold Viols | 0 |
| Met3 Wirelength | 1180 um |
| Met1 WL | 4840 um |
| Final Setup Violations | 150 |
| CTS tree | built |
| Chip area line of the yosys report | 4770 sq um |
| RSZ-0062 raised after global routing | yes |
| Via count | 3375 |
| Synth Seq Share | 0.787 |
| Vias in the first global route | 3387 |
| Cts bufs inserted | 17 |
| Crit-path max FO | 1 |
| H-tree Lvls | 4 |
| Period utilisation layout | 1.21 |
| Area after DPL | 8240 sq um |
| DRT Wirelength | 12400 um |
| Synth-to-Final Area Change | 70.4% |
| Slew HR | 0.804 |
| Delay-heaviest family, CP | flip-flops |
| DP HPWL | 9390 um |
| Die Size | 16400 sq um |
| Top layer in use | met4 |
| Clk root buf | clkbuf_16 |
| Metal2 WL | 6220 um |
| Ratio of cells with drive above 1 in the final layout | 0.312 |
| # IOs | 303 |
| Cells in synth_stat.txt | 317 |
| 1st-pass router iterations | 3 |
| DP Worst Slack | -142 ps |
| Largest net degree at the start of global routing | 47 |
| Row cnt | 45 |
| Initial antenna violation count | 0 |
| Hold-fix buffers, CTS | 0 |
| Clock sink count | 150 |
| Worst hold slack | 168 ps |
| Tool warnings | 28 |
| CP required | 800 ps |
| Synth Area per Inst | 15.1 sq um |
| Setup CP Type | flip-flop to output port |
| Slowest stage delay, CP | 520 ps |
| Hold Crit Class | input port to flip-flop |
| Initial drt markers | 107 |
| Grt total ovfl | 0 |
| Via density | 3.92 |
| First-pass GRT wire length | 18400 um |
| Critical Path Slowest Stage Cell | dfstp_2 |
| Routed len/inst | 14.4 um |
| Buffers and inverters on the worst path | 1 |
| Die X | 128 um |
| Fin Setup TNS | -11190 ps |
| Final min period | 1210 ps |
| Worst VDD drop | 1.08 mV |
| YS warnings | 1 |
| PwrDens | 1810 nW/um^2 |
| Setup bufs post-CTS | 0 |
| Worst Max-Slew Pin Slew | 294 ps |
| Die Ht | 128 um |
| Fmax | 828 MHz |
| Synth Register Bits | 150 |
| I/O Buffers | 302 |
| Crit path launch type | flip-flop |
| CP Capture Type | output port |
| Post-Syn Area | 4770 sq um |
| Core area | 15400 sq um |
| Max-cap check violation count | 0 |
| Crit. path cell count | 1 |
| Post-Syn Instances | 317 |
| Worst-path cell chain | buf_2 |
| CP arrival | 1010 ps |
| Distinct lib cells | 7 |
| Fp util | 0.311 |
[cells by family after synthesis]
family,after synthesis,synth area share
buffers and inverters,17,0.0163
flip-flops,150,0.787
AND/OR/NAND/NOR,150,0.197
[path summary, 6_finish.rpt]
check                                   from           endpoint  slack (ps)
setup / recovery           statusRegs_OUT[2]  statusRegs_OUT[2]        -210
hold / removal                         flush             PC[16]         170
max in group asynchronous                rst  statusRegs_OUT[2]         470
min in group asynchronous                rst         Val_Rn[14]         250
[report_power, final]
| group | internal (uW) | total [uW] | switching (uW) |
|---|---|---|---|
| clock network | 4600 | 6900 | 2300 |
| registers | 6380 | 6450 | 65.3 |
| logic | 950 | 1380 | 427 |
| total | 11900 | 14700 | 2790 |
[per-stage QoR]
| stage | total power [uW] | cells |
|---|---|---|
| 6_report | 14700 | 861 |
| 5_1_grt | 15300 | 861 |
| 4_1_cts | 14900 | 861 |
| 3_5_place_dp | 8270 | 831 |
| 3_3_place_gp | 8260 | 831 |
| 2_1_floorplan | 6860 | 317 |
[synth_stat cells, drive strengths merged]
| cell type | count | area share |
|---|---|---|
| dfstp | 3 | 0.017 |
| nor2b | 147 | 0.19 |
| inv | 1 | 0.00079 |
| buf | 11 | 0.012 |
| clkbuf | 5 | 0.0039 |
| or2 | 3 | 0.0039 |
| dfrtp | 147 | 0.77 |
[state kept, by name, indices dropped and copies added (netlist names)]
| name | count |
|---|---|
| PC | 32 |
| Val_Rm | 32 |
| Val_Rn | 32 |
| Signed_imm_24 | 24 |
| Shift_operand | 12 |
| Dest | 4 |
| EXE_CMD | 4 |
| statusRegs_OUT | 4 |
| B | 1 |
| MEM_R_EN | 1 |
| MEM_W_EN | 1 |
| S | 1 |
| WB_EN | 1 |
| imm | 1 |
[placed cells by master, fill, tap and decap left out, drive strengths merged]
master,count
or2,3
clkdlybuf4s50,151
clkbuf,22
buf,168
clkinv,2
bufinv,5
nor2b,147
dfrtp,147
dfstp,3
clkinvlp,2
[routing by layer]
metal | track usage | up-vias
met5 | 0 | -
li1 | - | 1591
met2 | 0.256 | 177
met3 | 0.0565 | 14
met4 | 0.0242 | 0
met1 | 0.202 | 1593
[layout make-up]
class	instances	area, sq um
multi-input cells	150	938
repair buffers	319	2520
clock buffers	22	474
inverters	1	7.51
fillers	1332	7240
flip-flops and latches	150	3760
clock inverters	8	171
well taps	211	264
[timing repair]
action                     4_1_cts  5_1_grt
gates resized                  466        0
setup endpoints to repair      150      150
pin swaps                        0        0
Power is estimated from default activity; no workload was simulated.
